===== /design/flow/config.mk =====
export PLATFORM = sky130hd
export DESIGN_NAME = seven_seg_dis
export DESIGN_NICKNAME = seven_seg_dis
export VERILOG_FILES = /design/flow/design.v
export SDC_FILE = /design/flow/constraint.sdc
export NUM_CORES = 4
export LEC_CHECK = 1
export CORE_AREA = 10 10 70 70
export DIE_AREA = 0 0 80 80

===== /design/flow/constraint.sdc =====
current_design seven_seg_dis

set clk_period 1.4
set clk_io_pct 0.2

create_clock -name clk0 -period $clk_period

set non_clock_inputs [all_inputs -no_clocks]
set_input_delay [expr $clk_period * $clk_io_pct] -clock clk0 $non_clock_inputs
set_output_delay [expr $clk_period * $clk_io_pct] -clock clk0 [all_outputs]

===== /design/flow/design.v =====
`timescale 1ns / 1ps
module seven_seg_dis(
    input [3:0]i_in,
    output reg ca,cb,cc,cd,ce,cf,cg
    );
    always@(*)
    begin
        case(i_in)
        4'h0: {ca,cb,cc,cd,ce,cf,cg}= 7'b0000001;
        4'h1: {ca,cb,cc,cd,ce,cf,cg}= 7'b1001111;
        4'h2: {ca,cb,cc,cd,ce,cf,cg}= 7'b0010010;
        4'h3: {ca,cb,cc,cd,ce,cf,cg}= 7'b0000110;
        4'h4: {ca,cb,cc,cd,ce,cf,cg}= 7'b1001100;
        4'h5: {ca,cb,cc,cd,ce,cf,cg}= 7'b0100100;
        4'h6: {ca,cb,cc,cd,ce,cf,cg}= 7'b0100000;
        4'h7: {ca,cb,cc,cd,ce,cf,cg}= 7'b0001111;
        4'h8: {ca,cb,cc,cd,ce,cf,cg}= 7'b0000000;
        4'h9: {ca,cb,cc,cd,ce,cf,cg}= 7'b0000110;
        default: {ca,cb,cc,cd,ce,cf,cg}= 7'h1;
        endcase
    end
endmodule          

===== /design/flow/run.sh =====
#!/bin/bash
# OpenROAD 26Q1-2900-gdf79404cd8, Yosys 0.63+post, stock flow scripts
make -C /OpenROAD-flow-scripts/flow DESIGN_CONFIG=/design/flow/config.mk WORK_HOME=/design/flow/orfs finish

==> run summary <==
The implementation run finished. Placement row count landed at 21. Global routing consumed, over all layers together, 2.40% of the routing resources. The max-slew check reports its worst relative slack as 87.6%. For the worst setup path, the data arrival time is 1100 ps. The design has 0 sequential cells. Critical path data required time landed at 1120 ps. Adder-cell share of the synthesized area landed at 27.4%. The synthesis report lists the Yosys warning total as 1. Synthesis-to-layout area growth landed at 118%.

Minimum clock period landed at 1380 ps. Sequential fraction of the synthesis area landed at 0%. Cell depth of the worst hold path landed at 3. Routability-driven placement finished with a final weighted congestion of 0.725.

Count of antenna diodes in the layout landed at 0. The report shows a maximum critical-path fanout of 3. Portion of the clock cycle consumed by the worst path in the final layout landed at 98.6%.

The number of antenna violations at the first check in global routing came to 0. The first TritonRoute pass finished after 4 iterations. For reference, the final report shows the max-slew violation count at 0.

The run finished with clean final reports. Note that the worst hold path type here is in2out. Routed via count divided by cell count landed at 2.67. Highest clock frequency the design can meet landed at 0.725 GHz. The critical path is of the in2out type. At the floorplan stage, the core utilization is reported as 5.35%. Number of cells after detailed placement landed at 83. The multi-input combinational cells in the finished layout cover a total of 201 um^2.

In the synthesized netlist, the dominant kind of combinational cell is adder cells. For this design the top-level I/O count stands at 11. Hold slack landed at 932 ps.

Ratio of cells with drive above 1 in the final layout landed at 65.8%. Number of cells in Yosys stat landed at 24. Buffers inserted to repair hold after CTS numbered 0. The startpoint identified for the worst hold timing path is i_in[3].

The gate-level netlist out of Yosys references 13 unique cell types. Global-route wire length before repair landed at 1270 um. Average footprint of a synthesized cell landed at 7.61 um^2.

Number of design rule violations left after detail routing landed at 0. The end-of-flow timing check tallies setup violations at 0. Summing the areas of all and, or, nand and nor instances in the mapped netlist gives 19.9% of the synthesized area.

Summed over all cells, the static leakage comes to 0.163 nW. Multiplexer fraction of the synthesized cell area landed at 11.0%. Largest net degree at the start of global routing landed at 9. The path with the worst hold slack has its endpoint at cc. Number of warnings in the stage logs landed at 37. Port buffering added 11 buffers. The worst setup path is launched from an input pin.

STA classifies the critical path endpoint as an output pin. Synthesis handed over a netlist of 24 instances. According to the dpl log, the detail-placed design has an HPWL of 583 um. Number of fill cells landed at 396. Before any placement, the netlist area is recorded as 183 um^2. Clock buffers in the final layout number 0.

Transition time of the tightest slew-check pin landed at 180 ps. Worst IR drop on VDD landed at 58.2 uV. The region available for standard cell placement spans 3420 um^2. Die width landed at 80 um.

In the final routed layout, each cell accounts on average for 8.87 um. Total die size landed at 6400 um^2. Sorting the Yosys area breakdown by cell type puts at the top ha_1. Via count of the first global-routing pass landed at 240. In this run, the synthesized area fraction spent on xor and xnor cells is recorded as 4.79%. Nets still carrying antenna violations after routing amount to 0. Count of maximum capacitance violations landed at 0.

Area fraction in compound gates after synthesis landed at 18.5%. Detailed routing inserted a total of 224 vias. Number of cells in the finished layout apart from fillers landed at 84. Total global routing overflow landed at 0. Post-synth area from yosys stat landed at 183 um^2. According to the floorplan report, the die height is 80 um. The final hold violation count recorded for this run is 0. Wires add up to 745 um. In this run, the number of DRC markers left after iteration 0 of detailed routing was 14.

Area share of the largest cell type after synthesis landed at 27.4%. Power per cell area landed at 256 nW/um^2. The main area contributors are ha_1 (27%), mux2i_1 (11%), inv_1 (8.2%). Area used by sequential logic in the layout landed at 0 um^2.

Setup repair after global routing could not meet its margin everywhere.
## per-stage QoR
step	worst slack [ps]	utilization, %	setup TNS [ps]	instance area, um^2	power [mW]
after floorplan	352	-	0	183	0.0396
after detailed placement	-784	10.6	-4930	362	0.0928
final	20.2	11.6	0	398	0.102
after CTS	-6.73	11.6	-6.73	397	0.0981
after global routing	-30.1	11.6	-55.8	398	0.112
after global placement	-766	10.6	-4770	362	0.0905
## worst max-delay path by stage
stage / start / slack [ps] / end
after CTS: i_in[1] / -7 / cd
after global routing: i_in[0] / -30 / cf
final: i_in[0] / 20 / cf
## cells in the final DEF, fill, tap and decap left out, drive strengths merged
master / Yosys / layout
a211oi: 1 / 1
a21oi: 1 / 1
buf: 2 / 11
clkbuf: 0 / 2
clkdlybuf4s15: 0 / 3
ha: 4 / 4
inv: 4 / 4
mux2i: 2 / 2
nand2b: 1 / 1
nor2: 4 / 4
nor3b: 1 / 1
o22a: 1 / 1
o22ai: 2 / 2
xnor2: 1 / 1
## per-layer routing
| layer | global-route usage [%] | wire, um |
|---|---|---|
| met4 | 0 | 0 |
| met1 | 3.89 | 410 |
| met2 | 2.65 | 210 |
| met3 | 1.36 | 123 |
| met5 | 0 | 0 |
## synth_stat cells
cell      number
a211oi_1       1
a21oi_1        1
buf_4          1
buf_6          1
ha_1           4
inv_1          4
mux2i_1        2
nand2b_4       1
nor2_1         4
nor3b_1        1
o22a_1         1
o22ai_1        2
xnor2_1        1
## area by class of cell
type / count / share of cell area [%]
inverter: 4 / 4.40
timing repair buffer: 16 / 30.5
tap: 46 / 14.5
multi-input combinational: 18 / 50.6
## worst max-delay path, cell delays in order
cell,delay [ps]
buf_6,100
buf_6,110
ha_4,160
buf_6,110
a21oi_2,130
o22ai_1,90
buf_2,120
## power breakdown
group / internal [mW] / total [mW] / leakage, nW / switching [mW]
sequential: 0 / 0 / 0 / 0
clock: 0 / 0 / 0 / 0
combinational: 0.0554 / 0.102 / 0.163 / 0.0465
total: 0.0554 / 0.102 / 0.163 / 0.0465
## what timing repair did
item,in CTS,in global routing
resized,44,7
setup endpoints to repair,7,6
buffers inserted,1,0
pin swaps,6,4
endpoints found under the hold margin,0,0
## kinds of logic (layout without fill, tap and decap cells)
kind of cell | count (synthesis) | count (layout)
multiplexers | 2 | 2
buffers and inverters | 6 | 20
AND/OR/NAND/NOR | 6 | 6
AND-OR/OR-AND | 5 | 5
XOR/XNOR | 1 | 1
adder cells (fa/ha/maj) | 4 | 4
No activity file was given, so power comes from the tool's default toggle rates.
