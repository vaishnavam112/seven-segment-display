`flow/config.mk`:
```
export PLATFORM = sky130hd
export DESIGN_NAME = divide_clock
export DESIGN_NICKNAME = divide_clock
export VERILOG_FILES = /design/flow/design.v
export SDC_FILE = /design/flow/constraint.sdc
export NUM_CORES = 4
export LEC_CHECK = 1
export CORE_AREA = 10 10 110 110
export DIE_AREA = 0 0 120 120
```
`flow/constraint.sdc`:
```
current_design divide_clock

set clk_period 4.2
set clk_io_pct 0.2

create_clock -name clk0 -period $clk_period [get_ports {clk}]

set non_clock_inputs [all_inputs -no_clocks]
set_input_delay [expr $clk_period * $clk_io_pct] -clock clk0 $non_clock_inputs
set_output_delay [expr $clk_period * $clk_io_pct] -clock clk0 [all_outputs]
```
`flow/design.v`:
```
`timescale 1ns / 1ps
module divide_clock(
    input clk, arst,
    output divclk_cntr,
    output divclk_tgl,
    output divclk_pipo,
    output divclk_sipo
    );
    reg [30:0]count_divide;
    always@(posedge clk, posedge arst)
    begin
        if(arst)begin
        count_divide <= 0;
            end
                else begin
                count_divide<= count_divide +1;
                end
    end
    assign divclk_cntr = count_divide[27];
    assign divclk_tgl = count_divide[15];
    assign divclk_pipo = count_divide[5];
    assign divclk_sipo = count_divide[30];
endmodule
```
`flow/run.sh`:
```
#!/bin/bash
# OpenROAD 26Q1-2900-gdf79404cd8, Yosys 0.63+post, stock flow scripts
make -C /OpenROAD-flow-scripts/flow DESIGN_CONFIG=/design/flow/config.mk WORK_HOME=/design/flow/orfs finish
```
==> qor_table.md <==
| Step | Parameter | This run |
|---|---|---|
| setup path | CP arrival | 1.20 ns |
| clock network | Count of buffers added by post-CTS timing repair for setup | 0 |
| cells and area | Largest registers in the final layout | count_divide (31) |
| synth | Synthesized cell area | 0.00135 mm² |
| placement | Count of port buffers added during placement | 5 |
| sta | Crit share post-route | 48.6% |
| route | Sum of routed wire length over all layers | 2.18 mm |
| route | Count of inserted antenna diode cells | 0 |
| clock network | Number of hold buffers added after CTS | 0 |
| route | Via count of the routed design | 831 |
| setup path | Nature of the critical path endpoint | output port |
| placement | Routability-driven placement congestion ratio | 0.790 |
| clock network | Insertion delay to the later sink of the worst-skew pair | 0.28 ns |
| cells and area | Fill cell count | 1092 |
| clock network | Clock transition time at the flip-flop clock pins of the worst setup and hold paths | 0.06 ns |
| setup path | R2r setup slk | 2.50 ns |
| cells and area | Logic cell area | 562 µm² |
| synth | Mapped Avg Cell Area | 12.0 µm² |
| status | Outcome | finished clean |
| clock network | Clock root buffer master | sky130_fd_sc_hd__clkbuf_8 |
| sta | Final count of negative-setup-slack endpoints | 0 |
| power | Power density normalized to cell area | 360 mW/mm² |
| route | DRT iter0 DRCs | 15 |
| route | Post-detailed-route wirelength per cell | 8.42 µm |
| setup path | Family with the most delay on the worst path | buffers and inverters |
| floorplan | Vertical die dimension | 120 µm |
| cells and area | Fraction of layout cells with a size suffix above 1 | 11.1% |
| clock network | Sink count of the clock tree | 31 |
| clock network | Clock tree from TritonCTS | done |
| synth | Area share of the largest cell type after synthesis | 57.5% |
| cells and area | Sequential Area | 776 µm² |
| route | Drt via density | 3.21 |
| sta | Fmax | 0.490 GHz |
| cells and area | Post-layout utilization of the core | 17.3% |
| floorplan | Top Ports | 6 |
| clock network | Deepest level of the CTS H-tree | 2 |
| grt | Maximum number of pins on one net before global-route repair | 32 |
| flow run | Max Cap Viol | 0 |
| synth | Cell taking the most area after synthesis | sky130_fd_sc_hd__dfrtp_1 |
| route | Residual antenna-violating net count after detailed routing | 0 |
| synth | Share of synthesized area occupied by flip-flops and latches | 57.5% |
| sta | Final Hold Fails | 0 |
| sta | Unrepaired setup endpoints after global routing | false |
| grt | Initial antenna violation count | 0 |
| floorplan | Placeable Area | 0.00977 mm² |
| sta | Setup TNS | 0 ns |
| floorplan | Die x size | 120 µm |
| power | Static leakage power | 0.000696 µW |
| clock network | Number of buffers created by CTS | 5 |
| cells and area | Flip-flop count of the largest register after layout | 31 |
| synth | Cell types occupying the most area after synthesis | sky130_fd_sc_hd__dfrtp_1 58%, sky130_fd_sc_hd__xnor2_1 14%, sky130_fd_sc_hd__nand3_1 5.2% |
| setup path | Cell type of the slowest stage on the worst timing path | sky130_fd_sc_hd__clkdlybuf4s50_1 |
| grt | All-Layer GR Usage | 3.21% |
| synth | Cell total in the yosys stat output | 112 |
| cells and area | Largest register by flop count | count_divide |
| setup path | Critical path, cell by cell | clkdlybuf4s50_1 |
| sta | Max Slew Vio Count | 0 |
| synth | Register bit total from synthesis | 31 |
| hold path | Worst Hold Class | reg -> reg |
| clock network | Resized cells post-CTS | 0 |
| setup path | Startpoint types | register |
| setup path | Kind of critical path | reg -> out |
| synth | Distinct cells, synth | 19 |
| grt | Global-route congestion overflow total | 0 |
| sta | Final worst slack | 2.16 ns |
| power | IR drop worst, VDD | 0.121 mV |
| route | DRC | 0 |
| sta | Clock period minus final worst setup slack | 2.04 ns |
| sta | Transition time of the tightest slew-check pin | 0.627 ns |
| floorplan | Floorplan row count | 36 |
| floorplan | Initial Utilization | 13.8% |
| placement | DP Wirelength | 1.50 mm |
| route | First drt pass iteration count | 3 |
| synth | Number of standard cells after synthesis | 112 |
| placement | Post-Place Setup Slack | 2.45 ns |
| cells and area | Area growth from synthesis to layout | 25.3% |
| sta | Worst slew margin | 57.9% |
| setup path | Max stage delay on crit path | 0.50 ns |
| synth | Synthesis area per yosys | 0.00135 mm² |
| grt | Number of global-route vias before repair | 854 |
| grt | Wire length of the first global-routing pass | 4.00 mm |
| flow run | Number of warnings the tools reported | 25 |
| setup path | Buffering stage count on the worst path with inverters included | 1 |
| sta | Post-Route Skew | 0.00879 ns |
| setup path | CP Data Required Time | 3.36 ns |
| setup path | Crit Path Max Fanout | 4 |
| synth | Synth Warn # | 1 |
| clock network | Clock buffer depth | 2 |
| floorplan | Total die size | 0.0144 mm² |
-- routing by layer --
layer	wire [µm]	track usage [%]	up-vias	share of wire, %
li1	-	-	410	-
met1	1210	4.83	407	55
met2	852	4.33	10	39
met3	100	1.24	4	4.6
met4	21	0.452	0	0.96
met5	0	0	-	0
-- cell usage in the layout, fill, tap and decap left out, drive strengths merged --
cell and instances:
dfrtp 31, bufinv 1, clkbuf 6, inv 3
clkinv 1, nand3 14, nor4 3, and3 4
and2 3, nand2 7, xnor2 22, buf 1
and4 1, ha 1, nor3 2, nor2 5
xor2 7, nand4 9, clkdlybuf4s50 5
-- through the flow --
step	instances	power, µW	hold WS, ns	cell area [µm²]
CTS	259	618	0.465	1690
global route	259	633	0.486	1690
floorplan	112	309	0.421	1350
finish	259	608	0.464	1690
detailed placement	251	312	0.455	1570
global placement	251	312	0.439	1570
-- synthesized netlist by cell type --
master                    number
sky130_fd_sc_hd__dfrtp_1      31
sky130_fd_sc_hd__xnor2_1      22
sky130_fd_sc_hd__nand3_1      14
sky130_fd_sc_hd__nand4_1       8
sky130_fd_sc_hd__nand2_1       7
sky130_fd_sc_hd__xor2_1        7
sky130_fd_sc_hd__nor2_1        5
sky130_fd_sc_hd__and2_1        3
sky130_fd_sc_hd__and3_1        3
sky130_fd_sc_hd__inv_1         3
sky130_fd_sc_hd__and3_2        1
sky130_fd_sc_hd__and4_1        1
sky130_fd_sc_hd__ha_1          1
sky130_fd_sc_hd__nand4_4       1
sky130_fd_sc_hd__nor3_1        1
sky130_fd_sc_hd__nor3_2        1
sky130_fd_sc_hd__nor4_1        1
sky130_fd_sc_hd__nor4_2        1
sky130_fd_sc_hd__nor4_4        1
-- where the power goes --
group	leakage [µW]	switching, µW	internal [µW]
Clock	0.0000612	111	192
Combinational	0.000211	5.68	1.49
Sequential	0.000424	0	299
-- final cells by class --
cell class                 instances  share of cell area (%)
clock buffer                       6                    4.89
clock inverter                     2                    2.07
sequential                        31                    45.9
tap                              133                    9.84
timing repair buffer               6                    3.40
inverter                           3                   0.666
multi-input combinational         78                    33.2
-- cell families after synthesis --
| family | synth area share [%] |
|---|---|
| xor gates and xnor gates | 18.8 |
| adders and majority gates | 0.927 |
| DFF | 57.5 |
| buffers and inverters | 0.835 |
| and+or+nand+nor | 21.9 |
-- worst paths after layout --
check | startpoint | to | cells past startpoint
worst min-delay path | count_divide[0] | count_divide[0] | 1
max in group asynchronous | arst | count_divide[9] | 3
worst max-delay path | count_divide[5] | divclk_pipo | 1
min in group asynchronous | arst | count_divide[18] | 3
worst min register to register | count_divide[0] | count_divide[0] | 1
worst max register to register | count_divide[0] | count_divide[26] | 5
Power is estimated from default activity; no workload was simulated.
