==> /design/flow/design.v <==
`timescale 1ns / 1ps
module counter1(
    input clk1, arst,
    output reg [3:0] count
    );
    always@(posedge clk1, posedge arst)
    begin
      if(arst)
        count<=4'h0;
        else 
            count<= count+1;  
    end
endmodule
==> /design/flow/run.sh <==
#!/bin/bash
# OpenROAD 26Q1-2900-gdf79404cd8, Yosys 0.63+post, stock flow scripts
make -C /OpenROAD-flow-scripts/flow DESIGN_CONFIG=/design/flow/config.mk WORK_HOME=/design/flow/orfs finish
==> /design/flow/config.mk <==
export PLATFORM = sky130hd
export DESIGN_NAME = counter1
export DESIGN_NICKNAME = counter1
export VERILOG_FILES = /design/flow/design.v
export SDC_FILE = /design/flow/constraint.sdc
export NUM_CORES = 4
export LEC_CHECK = 1
export CORE_AREA = 10 10 70 70
export DIE_AREA = 0 0 80 80
==> /design/flow/constraint.sdc <==
current_design counter1

set clk_period 1.5
set clk_io_pct 0.2

create_clock -name clk0 -period $clk_period [get_ports {clk1}]

set non_clock_inputs [all_inputs -no_clocks]
set_input_delay [expr $clk_period * $clk_io_pct] -clock clk0 $non_clock_inputs
set_output_delay [expr $clk_period * $clk_io_pct] -clock clk0 [all_outputs]
==> results.py <==
# Auto-generated metrics
metrics = {
    "critical_path": {
        "rrSetupSlack_ns": 0.62,
        "cp-start-kind": "register",
        "worst_ep_required_time_ns": 1.20,
        "crit_fanout": 4,
        "path_cells": "clkdlybuf4s50_1",
        "crit_family": "buffers and inverters",
        "path_class": "register to output port",
        "endpoint_kind": "output port",
        "cp_slowest_cell": "clkdlybuf4s50_1",
        "cp.buffers_inverters": 1,
        "slowest_delay_ns": 0.51,
        "r2r-end": "count[2]",
        "cp.arrival_ns": 1.13,
        "worstRegToRegCells": 2,
        "rr_startpoint": "count[0]",
    },
    "route": {
        "drt_pre_antenna_iters": 2,
        "drc_errors": 0,
        "drt-total-wl_um": 366,
        "viasPerCell": 1.53,
        "drt_iter0_markers": 3,
        "postRouteAntennaNets": 0,
        "antenna_cells_inserted": 0,
        "num_vias": 98,
        "wl_per_cell_um": 5.72,
    },
    "floorplan": {
        "row_count": 21,
        "core-area_sq_um": 3420,
        "die_area_sq_um": 6400,
        "die-width_um": 80,
        "ios": 6,
        "die_h_um": 80,
        "fp-utilization_pct": 4.18,
    },
    "power": {
        "ir_drop_mv": 0.125,
        "leakage_nw": 0.117,
        "p_per_area_nw_per_um2": 892,
    },
    "run_status": {
        "outcome": "completed",
    },
    "final_timing": {
        "rsz0062_at_grt": "false",
        "slew_headroom_pct": 90.3,
        "finalSetupViolCount": 0,
        "hold_viol": 0,
        "fin_tns_setup_ns": 0,
        "fmax_ghz": 0.700,
        "skew_ns": 0.00379,
        "drv_slew": 0,
        "final.min_clock_period_ns": 1.43,
        "tightest_slew_ns": 0.146,
        "period_used_pct": 95.3,
        "hold_ws_ns": 0.254,
    },
    "cts": {
        "numClockSinks": 4,
        "clk_latency_ns": 0.23,
        "clk_pin_slew_ns": 0.04,
        "ctsHoldBuffers": 0,
        "cts_buffers": 3,
        "htreeDepth": 1,
        "cts_tree": "yes",
        "clockBufferDepth": 2,
        "cts_resized": 0,
        "root_buffer": "clkbuf_4",
        "post_cts.repair.setup_buffers": 0,
    },
    "synth": {
        "ys_seq_share_pct": 70.2,
        "synth_top_area_share_pct": 70.2,
        "synth_flops": 4,
        "avgSynthCellArea_sq_um": 14.3,
        "yosys_warnings": 1,
        "top_area_cell": "dfrtp_1",
        "yosys.stat.chipArea_sq_um": 143,
        "ys_cells": 10,
        "synth_cells": 10,
        "synthDistinctLibCells": 6,
        "syn_area_sq_um": 143,
        "area_leaders": "dfrtp_1 70%, ha_1 8.8%, xnor2_1 6.1%",
    },
    "placement": {
        "dp.cells": 61,
        "port_buffers": 5,
        "placed_cell_area_sq_um": 250,
        "gp_congestion": 0.621,
    },
    "final_layout": {
        "finalInstanceArea_sq_um": 273,
        "drive_above_1_share_pct": 16.7,
        "largest_register_ffs": 4,
        "reg_top3": "count (4)",
        "lay_top_cells": "5 x clkdlybuf4s50_1, 4 x dfrtp_1, 3 x clkbuf_4",
        "area_growth_pct": 91.2,
        "final_cells": 64,
        "post-route-util_pct": 7.99,
        "mostFrequentLayoutCell": "clkdlybuf4s50_1",
        "top_register": "count",
    },
    "global_route": {
        "grt_pass1_vias": 123,
        "gr-usage-all-layers_pct": 1.39,
        "grt_pass1_wl_um": 558,
        "grt_max_degree": 5,
        "antenna_found_initial": 0,
        "grt_overflow": 0,
    },
    "run": {
        "maxCapViolCount": 0,
        "tool_warnings": 25,
    },
    "worst_hold_path": {
        "hold_class": "input pin to async pin",
    },
}
[how the worst max path moves through the flow]
stage         from  endpoint  slack (ns)  cells past startpoint
4_1_cts   count[0]  count[0]        0.04                      1
5_1_grt   count[0]  count[0]       0.002                      1
6_report  count[0]  count[0]        0.07                      1
[metrics by stage]
| step | setup slack (ns) | power, W |
|---|---|---|
| after global placement | 0.312 | 0.000115 |
| after detailed placement | 0.303 | 0.000115 |
| after global routing | 0.00182 | 0.000267 |
| after floorplan | 0.679 | 0.000112 |
| after CTS | 0.0443 | 0.000252 |
| final | 0.0710 | 0.000243 |
[where the power goes]
group	total, W	leakage (nW)	internal [W]	switching [W]
Sequential	0.000109	0.0566	0.000109	0
Clock	0.000130	0.0138	0.0000893	0.0000408
Combinational	0.00000463	0.0467	0.00000244	0.00000219
Total	0.000243	0.117	0.000200	0.0000430
[area by class of cell]
class	count	area [sq um]
Fill cell	403	3140
Sequential cell	4	100
Tap cell	46	57.6
Timing Repair Buffer	5	50.0
Multi-Input combinational cell	4	35.0
Clock buffer	3	22.5
Inverter	2	7.51
[kinds of logic (layout without fill, tap and decap cells)]
| family | count (synthesis) | count (layout) | synth area share (%) |
|---|---|---|---|
| XOR/XNOR | 2 | 2 | 12.3 |
| adder cells (fa/ha/maj) | 1 | 1 | 8.77 |
| flip-flops | 4 | 4 | 70.2 |
| buffers and inverters | 2 | 10 | 5.27 |
| AND/OR/NAND/NOR | 1 | 1 | 3.51 |
[metal layers]
metal | share of wire (%) | vias to the layer above | global-route usage, % | wire length [um]
met5 | 0 | - | 0 | 0
met4 | 0 | 0 | 0.176 | 0
met3 | 51 | 0 | 3.86 | 186
met2 | 15 | 9 | 0.803 | 56
met1 | 34 | 43 | 1.00 | 123
li1 | - | 46 | - | -
[cell usage after synthesis]
master / instances
dfrtp_1: 4
ha_1: 1
inv_1: 2
nand3_1: 1
xnor2_1: 1
xor2_1: 1
No activity file was given, so power comes from the tool's default toggle rates.
